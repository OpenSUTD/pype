[flow/config.mk]
export PLATFORM = sky130hd
export DESIGN_NAME = newshape3
export DESIGN_NICKNAME = newshape3
export VERILOG_FILES = /design/flow/design.v
export SDC_FILE = /design/flow/constraint.sdc
export NUM_CORES = 4
export LEC_CHECK = 1
export CORE_UTILIZATION = 40
export SYNTH_MEMORY_MAX_BITS = 65536
[flow/design.v]
module newshape3 (clk, en, orientation, address, bitmap); 
    input  clk;
    input   en;
    input wire [2:0] orientation;
    input wire[5:0] address;
    output reg [50:0] bitmap;
    reg   [8:0] raddr;
    reg [5:0] address_reg;
    reg[2:0] orient_reg;
 always @(posedge clk)
 begin
    if (en)
     address_reg <= address;
     orient_reg <= orientation;
     raddr <= {orient_reg,address_reg};
 end
 always @(raddr) 
 begin
    if (en)
       case(raddr)
    9'b000000000 : bitmap <= 51'b000000000000000000000000010000000000000000000000000;
    9'b000000001 : bitmap <= 51'b000000000000000000000001111100000000000000000000000;
    9'b000000010 : bitmap <= 51'b000000000000000000000111111111000000000000000000000;
    9'b000000011 : bitmap <= 51'b000000000000000000001111111111100000000000000000000;
    9'b000000100 : bitmap <= 51'b000000000000000000011111111111111000000000000000000;
    9'b000000101 : bitmap <= 51'b000000000000000000001111111111111110000000000000000;
    9'b000000110 : bitmap <= 51'b000000000000000000001111111111111111100000000000000;
    9'b000000111 : bitmap <= 51'b000000000000000000000111111111111111110000000000000;
    9'b000001000 : bitmap <= 51'b000000000000000000000011111111111111111100000000000;
    9'b000001001 : bitmap <= 51'b000000000000000000000001111111111111111111000000000;
    9'b000001010 : bitmap <= 51'b000000000000000000000001111111111111111111100000000;
    9'b000001011 : bitmap <= 51'b000000100000000000000000111111111111111111111000000;
    9'b000001100 : bitmap <= 51'b000011110000000000000000011111111111111111111110000;
    9'b000001101 : bitmap <= 51'b000111111000000000000000011111111111111111111111000;
    9'b000001110 : bitmap <= 51'b011111111000000000000000011111111111111111111111110;
    9'b000001111 : bitmap <= 51'b111111111100000000000000001111111111111111111111111;
    9'b000010000 : bitmap <= 51'b111111111110000000000000001111111111111111111111111;
    9'b000010001 : bitmap <= 51'b111111111111000000000000000111111111111111111111111;
    9'b000010010 : bitmap <= 51'b111111111111000000000000000111111111111111111111111;
    9'b000010011 : bitmap <= 51'b111111111111000000000000000011111111111111111111111;
    9'b000010100 : bitmap <= 51'b111111111111100000000000000011111111111111111111111;
    9'b000010101 : bitmap <= 51'b111111111111110000000000000001111111111111111111111;
    9'b000010110 : bitmap <= 51'b111111111111110000000000000001111111111111111111111;
    9'b000010111 : bitmap <= 51'b111111111111100000000000000001111111111111111111111;
    9'b000011000 : bitmap <= 51'b111111111111000000000000000001111111111111111111111;
    9'b000011001 : bitmap <= 51'b000000000000000000000000000000111111111111111111111;
    9'b000011010 : bitmap <= 51'b000000000000000000000000000000111111111111111111111;
    9'b000011011 : bitmap <= 51'b000000000000000000000000000000111111111111111111111;
    9'b000011100 : bitmap <= 51'b000000000000000000000000000000111111111111111111111;
    9'b000011101 : bitmap <= 51'b000000000000000000000000000000111111111111111111111;
    9'b000011110 : bitmap <= 51'b000000000000000000000000000001111111111111111111111;
    9'b000011111 : bitmap <= 51'b000000000000000000000000000011111111111111111111111;
    9'b000100000 : bitmap <= 51'b000000000000000000000000000111111111111111111111111;
    9'b000100001 : bitmap <= 51'b000000000000000000000000111111111111111111111111111;
    9'b000100010 : bitmap <= 51'b000000000000000000000111111111111111111111111111111;
    9'b000100011 : bitmap <= 51'b000000000000000000111111111111111111111111111111111;
    9'b000100100 : bitmap <= 51'b000000000000011111111111111111111111111111111111111;
    9'b000100101 : bitmap <= 51'b111111111111111111111111111111111111111111111111111;
    9'b000100110 : bitmap <= 51'b111111111111111111111111111111111111111111111111111;
    9'b000100111 : bitmap <= 51'b111111111111111111111111111111111111111111111111111;
    9'b000101000 : bitmap <= 51'b111111111111111111111111111111111111111111111111111;
    9'b000101001 : bitmap <= 51'b111111111111111111111111111111111111111111111111111;
    9'b000101010 : bitmap <= 51'b111111111111111111111111111111111111111111111111111;
    9'b000101011 : bitmap <= 51'b111111111111111111111111111111111111111111111111111;
    9'b000101100 : bitmap <= 51'b111111111111111111111111111111111111111111111111111;
    9'b000101101 : bitmap <= 51'b011111111111111111111111111111111111111111111111110;
    9'b000101110 : bitmap <= 51'b000111111111111111111111111111111111111111111111000;
    9'b000101111 : bitmap <= 51'b000011111111111111111111111111111111111111111110000;
    9'b000110000 : bitmap <= 51'b000000111111111111111111111111111111111111111000000;
    9'b000110001 : bitmap <= 51'b000000001111111111111111111111111111111111100000000;
    9'b000110010 : bitmap <= 51'b000000000111111111111111111111111111111111000000000;
    9'b000110011 : bitmap <= 51'b000000000001111111111111111111111111111100000000000;
    9'b000110100 : bitmap <= 51'b000000000000011111111111111111111111110000000000000;
    9'b000110101 : bitmap <= 51'b000000000000001111111111111111111111100000000000000;
    9'b000110110 : bitmap <= 51'b000000000000000011111111111111111110000000000000000;
    9'b000110111 : bitmap <= 51'b000000000000000000111111111111111000000000000000000;
    9'b000111000 : bitmap <= 51'b000000000000000000001111111111100000000000000000000;
    9'b000111001 : bitmap <= 51'b000000000000000000000111111111000000000000000000000;
    9'b000111010 : bitmap <= 51'b000000000000000000000001111100000000000000000000000;
    9'b000111011 : bitmap <= 51'b000000000000000000000000010000000000000000000000000;
   9'b001000000 : bitmap <= 51'b000000000000000000000000010000000000000000000000000;
    9'b001000001 : bitmap <= 51'b000000000000000000000001111100000000000000000000000;
    9'b001000010 : bitmap <= 51'b000000000000000000000111111111000000000000000000000;
    9'b001000011 : bitmap <= 51'b000000000000000000001111111111100000000000000000000;
    9'b001000100 : bitmap <= 51'b000000000000000000011111111111110000000000000000000;
    9'b001000101 : bitmap <= 51'b000000000000000000001111111111110000000000000000000;
    9'b001000110 : bitmap <= 51'b000000000000000000001111111111100000000000000000000;
    9'b001000111 : bitmap <= 51'b000000000000000000001111111111100000000000000000000;
    9'b001001000 : bitmap <= 51'b000000000000000000001111111111100000000000000000000;
    9'b001001001 : bitmap <= 51'b000000000000000000000111111111100000000000000000000;
    9'b001001010 : bitmap <= 51'b000000000000000000000111111111000000000000000000000;
    9'b001001011 : bitmap <= 51'b000000100000000000000111111111000000000000001000000;
    9'b001001100 : bitmap <= 51'b000011100000000000000011111111000000000000011110000;
    9'b001001101 : bitmap <= 51'b000111110000000000000001111110000000000000011111000;
    9'b001001110 : bitmap <= 51'b011111110000000000000000111100000000000000111111110;
    9'b001001111 : bitmap <= 51'b111111111000000000000000011000000000000000111111111;
    9'b001010000 : bitmap <= 51'b111111111000000000000000000000000000000000111111111;
    9'b001010001 : bitmap <= 51'b111111111100000000000000000000000000000001111111111;
    9'b001010010 : bitmap <= 51'b111111111100000000000000000000000000000001111111111;
    9'b001010011 : bitmap <= 51'b111111111100000000000000000000000000000011111111111;
    9'b001010100 : bitmap <= 51'b111111111110000000000000000000000000000011111111111;
    9'b001010101 : bitmap <= 51'b111111111110000000000000000000000000000011111111111;
    9'b001010110 : bitmap <= 51'b111111111111000000000000000000000000000111111111111;
    9'b001010111 : bitmap <= 51'b111111111111100000000000000000000000001111111111111;
    9'b001011000 : bitmap <= 51'b111111111111110000000000000000000000001111111111111;
    9'b001011001 : bitmap <= 51'b111111111111110000000000000000000000011111111111111;
    9'b001011010 : bitmap <= 51'b111111111111111000000000000000000000111111111111111;
    9'b001011011 : bitmap <= 51'b111111111111111100000000000000000001111111111111111;
    9'b001011100 : bitmap <= 51'b111111111111111110000000000000000011111111111111111;
    9'b001011101 : bitmap <= 51'b111111111111111111000000000000000111111111111111111;
    9'b001011110 : bitmap <= 51'b111111111111111111100000000000001111111111111111111;
    9'b001011111 : bitmap <= 51'b111111111111111111110000000000011111111111111111111;
    9'b001100000 : bitmap <= 51'b111111111111111111111000000000111111111111111111111;
    9'b001100001 : bitmap <= 51'b111111111111111111111111111111111111111111111111111;
    9'b001100010 : bitmap <= 51'b111111111111111111111111111111111111111111111111111;
    9'b001100011 : bitmap <= 51'b111111111111111111111111111111111111111111111111111;
    9'b001100100 : bitmap <= 51'b111111111111111111111111111111111111111111111111111;
    9'b001100101 : bitmap <= 51'b111111111111111111111111111111111111111111111111111;
    9'b001100110 : bitmap <= 51'b111111111111111111111111111111111111111111111111111;
    9'b001100111 : bitmap <= 51'b111111111111111111111111111111111111111111111111111;
    9'b001101000 : bitmap <= 51'b111111111111111111111111111111111111111111111111111;
    9'b001101001 : bitmap <= 51'b111111111111111111111111111111111111111111111111111;
    9'b001101010 : bitmap <= 51'b111111111111111111111111111111111111111111111111111;
    9'b001101011 : bitmap <= 51'b111111111111111111111111111111111111111111111111111;
    9'b001101100 : bitmap <= 51'b111111111111111111111111111111111111111111111111111;
    9'b001101101 : bitmap <= 51'b011111111111111111111111111111111111111111111111110;
    9'b001101110 : bitmap <= 51'b000111111111111111111111111111111111111111111111000;
    9'b001101111 : bitmap <= 51'b000011111111111111111111111111111111111111111110000;
    9'b001110000 : bitmap <= 51'b000000111111111111111111111111111111111111111000000;
    9'b001110001 : bitmap <= 51'b000000001111111111111111111111111111111111100000000;
    9'b001110010 : bitmap <= 51'b000000000111111111111111111111111111111111000000000;
    9'b001110011 : bitmap <= 51'b000000000001111111111111111111111111111100000000000;
    9'b001110100 : bitmap <= 51'b000000000000011111111111111111111111110000000000000;
    9'b001110101 : bitmap <= 51'b000000000000001111111111111111111111100000000000000;
    9'b001110110 : bitmap <= 51'b000000000000000011111111111111111110000000000000000;
    9'b001110111 : bitmap <= 51'b000000000000000000111111111111111000000000000000000;
    9'b001111000 : bitmap <= 51'b000000000000000000001111111111100000000000000000000;
    9'b001111001 : bitmap <= 51'b000000000000000000000111111111000000000000000000000;
    9'b001111010 : bitmap <= 51'b000000000000000000000001111100000000000000000000000;
    9'b001111011 : bitmap <= 51'b000000000000000000000000010000000000000000000000000;
    9'b010000000 : bitmap <= 51'b000000000000000000000000010000000000000000000000000;
    9'b010000001 : bitmap <= 51'b000000000000000000000001111100000000000000000000000;
    9'b010000010 : bitmap <= 51'b000000000000000000000111111111000000000000000000000;
    9'b010000011 : bitmap <= 51'b000000000000000000001111111111100000000000000000000;
    9'b010000100 : bitmap <= 51'b000000000000000000111111111111110000000000000000000;
    9'b010000101 : bitmap <= 51'b000000000000000011111111111111100000000000000000000;
    9'b010000110 : bitmap <= 51'b000000000000001111111111111111100000000000000000000;
    9'b010000111 : bitmap <= 51'b000000000000011111111111111111000000000000000000000;
    9'b010001000 : bitmap <= 51'b000000000001111111111111111110000000000000000000000;
    9'b010001001 : bitmap <= 51'b000000000111111111111111111100000000000000000000000;
    9'b010001010 : bitmap <= 51'b000000001111111111111111111100000000000000000000000;
    9'b010001011 : bitmap <= 51'b000000111111111111111111111000000000000000001000000;
    9'b010001100 : bitmap <= 51'b000011111111111111111111110000000000000000011110000;
    9'b010001101 : bitmap <= 51'b000111111111111111111111110000000000000000111111000;
    9'b010001110 : bitmap <= 51'b011111111111111111111111110000000000000000111111110;
    9'b010001111 : bitmap <= 51'b111111111111111111111111100000000000000001111111111;
    9'b010010000 : bitmap <= 51'b111111111111111111111111100000000000000011111111111;
    9'b010010001 : bitmap <= 51'b111111111111111111111111000000000000000111111111111;
    9'b010010010 : bitmap <= 51'b111111111111111111111111000000000000000111111111111;
    9'b010010011 : bitmap <= 51'b111111111111111111111110000000000000000111111111111;
    9'b010010100 : bitmap <= 51'b111111111111111111111110000000000000001111111111111;
    9'b010010101 : bitmap <= 51'b111111111111111111111100000000000000011111111111111;
    9'b010010110 : bitmap <= 51'b111111111111111111111100000000000000011111111111111;
    9'b010010111 : bitmap <= 51'b111111111111111111111100000000000000001111111111111;
    9'b010011000 : bitmap <= 51'b111111111111111111111100000000000000000111111111111;
    9'b010011001 : bitmap <= 51'b111111111111111111111000000000000000000000000000000;
    9'b010011010 : bitmap <= 51'b111111111111111111111000000000000000000000000000000;
    9'b010011011 : bitmap <= 51'b111111111111111111111000000000000000000000000000000;
    9'b010011100 : bitmap <= 51'b111111111111111111111000000000000000000000000000000;
    9'b010011101 : bitmap <= 51'b111111111111111111111000000000000000000000000000000;
    9'b010011110 : bitmap <= 51'b111111111111111111111100000000000000000000000000000;
    9'b010011111 : bitmap <= 51'b111111111111111111111110000000000000000000000000000;
    9'b010100000 : bitmap <= 51'b111111111111111111111111000000000000000000000000000;
    9'b010100001 : bitmap <= 51'b111111111111111111111111111000000000000000000000000;
    9'b010100010 : bitmap <= 51'b111111111111111111111111111111000000000000000000000;
    9'b010100011 : bitmap <= 51'b111111111111111111111111111111111000000000000000000;
    9'b010100100 : bitmap <= 51'b111111111111111111111111111111111111110000000000000;
    9'b010100101 : bitmap <= 51'b111111111111111111111111111111111111111111111111111;
    9'b010100110 : bitmap <= 51'b111111111111111111111111111111111111111111111111111;
    9'b010100111 : bitmap <= 51'b111111111111111111111111111111111111111111111111111;
    9'b010101000 : bitmap <= 51'b111111111111111111111111111111111111111111111111111;
    9'b010101001 : bitmap <= 51'b111111111111111111111111111111111111111111111111111;
    9'b010101010 : bitmap <= 51'b111111111111111111111111111111111111111111111111111;
    9'b010101011 : bitmap <= 51'b111111111111111111111111111111111111111111111111111;
    9'b010101100 : bitmap <= 51'b111111111111111111111111111111111111111111111111111;
    9'b010101101 : bitmap <= 51'b011111111111111111111111111111111111111111111111110;
    9'b010101110 : bitmap <= 51'b000111111111111111111111111111111111111111111111000;
    9'b010101111 : bitmap <= 51'b000011111111111111111111111111111111111111111110000;
    9'b010110000 : bitmap <= 51'b000000111111111111111111111111111111111111111000000;
    9'b010110001 : bitmap <= 51'b000000001111111111111111111111111111111111100000000;
    9'b010110010 : bitmap <= 51'b000000000111111111111111111111111111111111000000000;
    9'b010110011 : bitmap <= 51'b000000000001111111111111111111111111111100000000000;
    9'b010110100 : bitmap <= 51'b000000000000011111111111111111111111110000000000000;
    9'b010110101 : bitmap <= 51'b000000000000001111111111111111111111100000000000000;
    9'b010110110 : bitmap <= 51'b000000000000000011111111111111111110000000000000000;
    9'b010110111 : bitmap <= 51'b000000000000000000111111111111111000000000000000000;
    9'b010111000 : bitmap <= 51'b000000000000000000001111111111100000000000000000000;
    9'b010111001 : bitmap <= 51'b000000000000000000000111111111000000000000000000000;
    9'b010111010 : bitmap <= 51'b000000000000000000000001111100000000000000000000000;
    9'b010111011 : bitmap <= 51'b000000000000000000000000010000000000000000000000000;
    default: bitmap <= 0;
       endcase
    else bitmap <=0;
 end
        endmodule
[flow/run.sh]
#!/bin/bash
# OpenROAD 26Q1-2900-gdf79404cd8, Yosys 0.63+post, stock flow scripts
make -C /OpenROAD-flow-scripts/flow DESIGN_CONFIG=/design/flow/config.mk WORK_HOME=/design/flow/orfs finish
[flow/constraint.sdc]
current_design newshape3

set clk_period 4.3
set clk_io_pct 0.2

create_clock -name clk0 -period $clk_period [get_ports {clk}]

set non_clock_inputs [all_inputs -no_clocks]
set_input_delay [expr $clk_period * $clk_io_pct] -clock clk0 $non_clock_inputs
set_output_delay [expr $clk_period * $clk_io_pct] -clock clk0 [all_outputs]
==> flow_metrics.tcl <==
# implementation run metrics
set metrics [dict create \
    status "complete, no violations" \
    max_stage_delay_ps 620 \
    xor_share_pct 0.7508 \
    placed_area_sq_mm 0.004083 \
    reg2reg_depth 7 \
    r2r_slack_ps 1630 \
    syn2layout_area_growth_pct 21.81 \
    ys_seq_share_pct 34.32 \
    relSlewSlack_pct 50.34 \
    period_minus_slack_ps 3458 \
    grt_max_degree 63 \
    hold_viol 0 \
    yosys-top-cells-count "and2_1, dfxtp_1, nand2_1, o21ai_0, a21oi_1" \
    netlist_area_sq_mm 0.003500 \
    synth.logic.top_family "AND-OR/OR-AND gates" \
    die.size.y_um 95.54 \
    detailed_place_hpwl_mm 7.274 \
    r2r-start "address_reg[1]" \
    arrival_ps 2600 \
    start_kind "input port" \
    top_area_share_pct 29.17 \
    final_layout_size_suffix_gt1_share_pct 8.214 \
    synth_chip_area_sq_mm 0.003500 \
    max_freq_mhz 289.2 \
    design.core.area_sq_mm 0.008341 \
    cts.sinks 57 \
    ys_cells 444 \
    synthMuxAreaShare_pct 1.001 \
    die_w_um 95.54 \
    edf_count 6 \
    hold_depth 0 \
    ys_warn_count 1 \
    drv_slew 0 \
    drtIter0Drc 416 \
    antenna_found_initial 0 \
    cts-root-buf "clkbuf_8" \
    grt_remaining_overflow 0 \
    min_from "orient_reg[2]" \
    post_cts_buffers 0 \
    cts_resized 0 \
    clock_path_buffers 2 \
    path_delay_family "buffers and inverters" \
    yosysTopAreaCell "dfxtp_1" \
    finalInstanceArea_sq_mm 0.004263 \
    dr_total_vias 3468 \
    setup_viol 0 \
    clkLatencyLatePin_ps 350 \
    syn-instance-count 444 \
    chipArea_sq_mm 0.009127 \
    port-buffer-count 61 \
    fp-row-count 33 \
    cp.required_ps 3440 \
    dr.pass1.iters 5 \
    cts_hold_buf 0 \
    synthAdderAreaFrac_pct 1.359 \
    synth_cell_types 69 \
    grt_pass1_vias 3128 \
    drc 0 \
    gr-usage-all-layers_pct 25.84 \
    cts_max_level 3 \
    ant_nets 0 \
    most_common_cell "and2_1" \
    aoi_share_pct 31.07 \
    crit_path_end_kind "primary output" \
    power.leakage_nw 1.620 \
    warning_count 27 \
    tns_ps 0 \
    hold_path.class "flip-flop to flip-flop" \
    synthTopCellsByArea "dfxtp_1, and2_1, o21ai_0" \
    worst_pin_slew_ps 735.5 \
    synthFlopType "dfxtp_1" \
    postRouteWirelength_mm 10.68 \
    cp_common_cell "clkdlybuf4s50_1" \
    gp_congestion 0.9586 \
    post_drt_wl_per_cell_um 18.04 \
    initCoreUtil_pct 41.96 \
    ys_ff 57 \
    cts_buffers 9 \
    crit_path_cell_trace "clkdlybuf4s50_1 > nor2b_2 > buf_4 > and2_1 > clkdlybuf4s50_1" \
    power_mw 1.474 \
    simple_gate_area_share_pct 23.88 \
    power_density_mw_per_mm2 345.7 \
    crit_slowest_cell "clkdlybuf4s50_1" \
    clk_pin_slew_ps 70 \
    ios 62 \
    drv_cap 0 \
    antenna_cells_inserted 0 \
    path_class "input port to primary output" \
    hold_path_end "raddr[8]" \
    rsz0062_at_grt "false" \
    crit_buf_inv 3 \
    async_flop_share_pct 0 \
    avgViaCountPerCell 5.858 \
    cts_tree "yes" \
    fin_crit_sh_pct 80.41 \
    postSynthAreaPerCell_sq_um 7.882 \
    crit_path_max_fanout 31 \
    grt_first_pass_wirelength_mm 17.19 \
    skew_ps 16.03 \
    worst_ir_drop_vdd_v 0.0002197 \
]
## cells by family (layout without fill, tap and decap cells)
kind of cell,Yosys count,count (layout)
AOI/OAI and AO/OA,164,164
and+or+nand+nor,161,161
DFF,57,57
buffers and inverters,52,95
adders and majority gates,4,4
xor gates and xnor gates,3,3
muxes,3,3
## cells in the final DEF, fill, tap and decap left out, drive strengths merged, types with 7 or more instances in the layout
| master | n |
|---|---|
| clkdlybuf4s50 | 61 |
| and2 | 52 |
| dfxtp | 51 |
| nand2 | 48 |
| o21ai | 44 |
| a21oi | 36 |
| nor2 | 27 |
| clkbuf | 10 |
| buf | 10 |
| o22ai | 9 |
| o21a | 8 |
| inv | 8 |
| a31oi | 7 |
| o211ai | 7 |
## power breakdown
part,internal [mW],switching [mW]
clock,0.225,0.236
combinational,0.165,0.230
sequential,0.602,0.0150
## worst max-delay path by stage
stage         start    endpoint  slack, ps  cells after the start
global route     en   bitmap[2]        680                      5
finish           en  bitmap[48]        840                      5
CTS              en  bitmap[48]        800                      5
## area by class of cell
cell class / instances / area (sq um)
Fill cell: 844 / 4078
Multi-Input combinational cell: 335 / 2034
Sequential cell: 57 / 1201
Timing Repair Buffer: 71 / 685.7
Clock buffer: 10 / 137.6
Tap cell: 105 / 131.4
Clock inverter: 6 / 42.54
Inverter: 8 / 30.03
## metrics by stage
stage / utilization [%] / hold WS (ps) / worst slack [ps] / std cells
3_5_place_dp: 48.95 / 315.3 / 808.5 / 576
4_1_cts: 51.11 / 331.6 / 800.4 / 592
6_report: 51.11 / 327.9 / 842.2 / 592
2_1_floorplan: - / 309.6 / 1896 / 444
3_3_place_gp: 48.95 / 312.2 / 862.3 / 576
5_1_grt: 51.11 / 345.3 / 677.5 / 592
## metal layers
metal / GRT usage, % / wire length (um) / up-vias
li1: - / - / 1672
met1: 42.19 / 5109 / 1603
met2: 36.01 / 4485 / 170
met3: 3.974 / 756 / 23
met4: 6.965 / 327 / 0
met5: 0 / 0 / -
Power figures rest on the tool's default switching activity, not on a simulated workload.
