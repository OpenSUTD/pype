--- config.mk ---
export PLATFORM = sky130hd
export DESIGN_NAME = newshape4
export DESIGN_NICKNAME = newshape4
export VERILOG_FILES = /design/flow/design.v
export SDC_FILE = /design/flow/constraint.sdc
export NUM_CORES = 4
export LEC_CHECK = 1
export CORE_UTILIZATION = 50
export SYNTH_MEMORY_MAX_BITS = 65536
--- constraint.sdc ---
current_design newshape4

set clk_period 4.1
set clk_io_pct 0.2

create_clock -name clk0 -period $clk_period [get_ports {clk}]

set non_clock_inputs [all_inputs -no_clocks]
set_input_delay [expr $clk_period * $clk_io_pct] -clock clk0 $non_clock_inputs
set_output_delay [expr $clk_period * $clk_io_pct] -clock clk0 [all_outputs]
--- design.v ---
module newshape4 (clk, en, orientation, address, bitmap); 
    input  clk;
    input   en;
    input wire [2:0] orientation;
    input wire[5:0] address;
    output reg [50:0] bitmap;
    reg   [8:0] raddr;
    reg [5:0] address_reg;
    reg[2:0] orient_reg;
 always @(posedge clk)
 begin
    if (en)
     address_reg <= address;
     orient_reg <= orientation;
     raddr <= {orient_reg,address_reg};
 end
 always @(raddr) 
 begin
    if (en)
       case(raddr)
    9'b000000000 : bitmap <= 51'b000000000000000000000000010000000000000000000000000;
    9'b000000001 : bitmap <= 51'b000000000000000000000001111100000000000000000000000;
    9'b000000010 : bitmap <= 51'b000000000000000000000111111111000000000000000000000;
    9'b000000011 : bitmap <= 51'b000000000000000000001111111111100000000000000000000;
    9'b000000100 : bitmap <= 51'b000000000000000000011111111111110000000000000000000;
    9'b000000101 : bitmap <= 51'b000000000000000000001111111111100000000000000000000;
    9'b000000110 : bitmap <= 51'b000000000000000000001111111111100000000000000000000;
    9'b000000111 : bitmap <= 51'b000000000000000000000111111111000000000000000000000;
    9'b000001000 : bitmap <= 51'b000000000000000000000011111111000000000000000000000;
    9'b000001001 : bitmap <= 51'b000000000000000000000001111110000000000000000000000;
    9'b000001010 : bitmap <= 51'b000000000000000000000001111110000000000000000000000;
    9'b000001011 : bitmap <= 51'b000000100000000000000000111100000000000000001000000;
    9'b000001100 : bitmap <= 51'b000011110000000000000000011000000000000000011110000;
    9'b000001101 : bitmap <= 51'b000111111000000000000000001000000000000000011111000;
    9'b000001110 : bitmap <= 51'b011111111000000000000000000000000000000000111111110;
    9'b000001111 : bitmap <= 51'b111111111100000000000000000000000000000000111111111;
    9'b000010000 : bitmap <= 51'b111111111110000000000000000000000000000001111111111;
    9'b000010001 : bitmap <= 51'b111111111111000000000000000000000000000001111111111;
    9'b000010010 : bitmap <= 51'b111111111111000000000000000000000000000011111111111;
    9'b000010011 : bitmap <= 51'b111111111111000000000000000000000000000111111111111;
    9'b000010100 : bitmap <= 51'b111111111111100000000000000000000000000111111111111;
    9'b000010101 : bitmap <= 51'b111111111111100000000000000000000000001111111111111;
    9'b000010110 : bitmap <= 51'b111111111111100000000000000000000000001111111111111;
    9'b000010111 : bitmap <= 51'b111111111111100000000000000000000000011111111111111;
    9'b000011000 : bitmap <= 51'b111111111111000000000000000000000000011111111111111;
    9'b000011001 : bitmap <= 51'b000000000000000000000000000000000000111111111111111;
    9'b000011010 : bitmap <= 51'b000000000000000000000000000000000001111111111111111;
    9'b000011011 : bitmap <= 51'b000000000000000000000000000000000001111111111111111;
    9'b000011100 : bitmap <= 51'b000000000000000000000000000000000011111111111111111;
    9'b000011101 : bitmap <= 51'b000000000000000000000000000000000011111111111111111;
    9'b000011110 : bitmap <= 51'b000000000000000000000000000000000111111111111111111;
    9'b000011111 : bitmap <= 51'b000000000000000000000000000000000111111111111111111;
    9'b000100000 : bitmap <= 51'b000000000000000000000000000000001111111111111111111;
    9'b000100001 : bitmap <= 51'b000000000000000000000000000000001111111111111111111;
    9'b000100010 : bitmap <= 51'b000000000000000000000000000000011111111111111111111;
    9'b000100011 : bitmap <= 51'b000000000000000000000000000000111111111111111111111;
    9'b000100100 : bitmap <= 51'b000000000000000000000000000000111111111111111111111;
    9'b000100101 : bitmap <= 51'b111111111111100000000000000001111111111111111111111;
    9'b000100110 : bitmap <= 51'b111111111111100000000000000001111111111111111111111;
    9'b000100111 : bitmap <= 51'b111111111111000000000000000011111111111111111111111;
    9'b000101000 : bitmap <= 51'b111111111111000000000000000011111111111111111111111;
    9'b000101001 : bitmap <= 51'b111111111110000000000000000111111111111111111111111;
    9'b000101010 : bitmap <= 51'b111111111100000000000000001111111111111111111111111;
    9'b000101011 : bitmap <= 51'b111111111100000000000000001111111111111111111111111;
    9'b000101100 : bitmap <= 51'b111111111000000000000000011111111111111111111111111;
    9'b000101101 : bitmap <= 51'b011111111000000000000000011111111111111111111111110;
    9'b000101110 : bitmap <= 51'b000111110000000000000000111111111111111111111111000;
    9'b000101111 : bitmap <= 51'b000011110000000000000000111111111111111111111110000;
    9'b000110000 : bitmap <= 51'b000000100000000000000001111111111111111111111000000;
    9'b000110001 : bitmap <= 51'b000000000000000000000011111111111111111111100000000;
    9'b000110010 : bitmap <= 51'b000000000000000000000011111111111111111111000000000;
    9'b000110011 : bitmap <= 51'b000000000000000000000111111111111111111100000000000;
    9'b000110100 : bitmap <= 51'b000000000000000000000111111111111111110000000000000;
    9'b000110101 : bitmap <= 51'b000000000000000000001111111111111111100000000000000;
    9'b000110110 : bitmap <= 51'b000000000000000000001111111111111110000000000000000;
    9'b000110111 : bitmap <= 51'b000000000000000000011111111111111000000000000000000;
    9'b000111000 : bitmap <= 51'b000000000000000000001111111111100000000000000000000;
    9'b000111001 : bitmap <= 51'b000000000000000000000111111111000000000000000000000;
    9'b000111010 : bitmap <= 51'b000000000000000000000001111100000000000000000000000;
    9'b000111011 : bitmap <= 51'b000000000000000000000000010000000000000000000000000;
    9'b001000000 : bitmap <= 51'b000000000000000000000000010000000000000000000000000;
    9'b001000001 : bitmap <= 51'b000000000000000000000001111100000000000000000000000;
    9'b001000010 : bitmap <= 51'b000000000000000000000111111111000000000000000000000;
    9'b001000011 : bitmap <= 51'b000000000000000000001111111111100000000000000000000;
    9'b001000100 : bitmap <= 51'b000000000000000000011111111111110000000000000000000;
    9'b001000101 : bitmap <= 51'b000000000000000000001111111111110000000000000000000;
    9'b001000110 : bitmap <= 51'b000000000000000000001111111111100000000000000000000;
    9'b001000111 : bitmap <= 51'b000000000000000000001111111111100000000000000000000;
    9'b001001000 : bitmap <= 51'b000000000000000000001111111111100000000000000000000;
    9'b001001001 : bitmap <= 51'b000000000000000000000111111111100000000000000000000;
    9'b001001010 : bitmap <= 51'b000000000000000000000111111111000000000000000000000;
    9'b001001011 : bitmap <= 51'b000000100000000000000111111111000000000000001000000;
    9'b001001100 : bitmap <= 51'b000011100000000000000011111111000000000000011110000;
    9'b001001101 : bitmap <= 51'b000111110000000000000001111110000000000000011111000;
    9'b001001110 : bitmap <= 51'b011111110000000000000000111100000000000000111111110;
    9'b001001111 : bitmap <= 51'b111111111000000000000000011000000000000000111111111;
    9'b001010000 : bitmap <= 51'b111111111000000000000000000000000000000000111111111;
    9'b001010001 : bitmap <= 51'b111111111100000000000000000000000000000001111111111;
    9'b001010010 : bitmap <= 51'b111111111100000000000000000000000000000001111111111;
    9'b001010011 : bitmap <= 51'b111111111100000000000000000000000000000011111111111;
    9'b001010100 : bitmap <= 51'b111111111110000000000000000000000000000011111111111;
    9'b001010101 : bitmap <= 51'b111111111110000000000000000000000000000011111111111;
    9'b001010110 : bitmap <= 51'b111111111111000000000000000000000000000111111111111;
    9'b001010111 : bitmap <= 51'b000000000000000000000000000000000000000000000000000;
    9'b001011000 : bitmap <= 51'b000000000000000000000000000000000000000000000000000;
    9'b001011001 : bitmap <= 51'b000000000000000000000000000000000000000000000000000;
    9'b001011010 : bitmap <= 51'b000000000000000000000000000000000000000000000000000;
    9'b001011011 : bitmap <= 51'b000000000000000000000000000000000000000000000000000;
    9'b001011100 : bitmap <= 51'b000000000000000000000000000000000000000000000000000;
    9'b001011101 : bitmap <= 51'b000000000000000000000000000000000000000000000000000;
    9'b001011110 : bitmap <= 51'b000000000000000000000000000000000000000000000000000;
    9'b001011111 : bitmap <= 51'b000000000000000000000000000000000000000000000000000;
    9'b001100000 : bitmap <= 51'b000000000000000000000000000000000000000000000000000;
    9'b001100001 : bitmap <= 51'b000000000000000000000000000000000000000000000000000;
    9'b001100010 : bitmap <= 51'b000000000000000000000000000000000000000000000000000;
    9'b001100011 : bitmap <= 51'b000000000000000000000000000000000000000000000000000;
    9'b001100100 : bitmap <= 51'b000000000000000000000000000000000000000000000000000;
    9'b001100101 : bitmap <= 51'b111111111111111111111111111111111111111111111111111;
    9'b001100110 : bitmap <= 51'b111111111111111111111111111111111111111111111111111;
    9'b001100111 : bitmap <= 51'b111111111111111111111111111111111111111111111111111;
    9'b001101000 : bitmap <= 51'b111111111111111111111111111111111111111111111111111;
    9'b001101001 : bitmap <= 51'b111111111111111111111111111111111111111111111111111;
    9'b001101010 : bitmap <= 51'b111111111111111111111111111111111111111111111111111;
    9'b001101011 : bitmap <= 51'b111111111111111111111111111111111111111111111111111;
    9'b001101100 : bitmap <= 51'b111111111111111111111111111111111111111111111111111;
    9'b001101101 : bitmap <= 51'b011111111111111111111111111111111111111111111111110;
    9'b001101110 : bitmap <= 51'b000111111111111111111111111111111111111111111111000;
    9'b001101111 : bitmap <= 51'b000011111111111111111111111111111111111111111110000;
    9'b001110000 : bitmap <= 51'b000000111111111111111111111111111111111111111000000;
    9'b001110001 : bitmap <= 51'b000000001111111111111111111111111111111111100000000;
    9'b001110010 : bitmap <= 51'b000000000111111111111111111111111111111111000000000;
    9'b001110011 : bitmap <= 51'b000000000001111111111111111111111111111100000000000;
    9'b001110100 : bitmap <= 51'b000000000000011111111111111111111111110000000000000;
    9'b001110101 : bitmap <= 51'b000000000000001111111111111111111111100000000000000;
    9'b001110110 : bitmap <= 51'b000000000000000011111111111111111110000000000000000;
    9'b001110111 : bitmap <= 51'b000000000000000000111111111111111000000000000000000;
    9'b001111000 : bitmap <= 51'b000000000000000000001111111111100000000000000000000;
    9'b001111001 : bitmap <= 51'b000000000000000000000111111111000000000000000000000;
    9'b001111010 : bitmap <= 51'b000000000000000000000001111100000000000000000000000;
    9'b001111011 : bitmap <= 51'b000000000000000000000000010000000000000000000000000;
    9'b010000000 : bitmap <= 51'b000000000000000000000000010000000000000000000000000;
    9'b010000001 : bitmap <= 51'b000000000000000000000001111100000000000000000000000;
    9'b010000010 : bitmap <= 51'b000000000000000000000111111111000000000000000000000;
    9'b010000011 : bitmap <= 51'b000000000000000000001111111111100000000000000000000;
    9'b010000100 : bitmap <= 51'b000000000000000000011111111111110000000000000000000;
    9'b010000101 : bitmap <= 51'b000000000000000000001111111111100000000000000000000;
    9'b010000110 : bitmap <= 51'b000000000000000000001111111111100000000000000000000;
    9'b010000111 : bitmap <= 51'b000000000000000000000111111111000000000000000000000;
    9'b010001000 : bitmap <= 51'b000000000000000000000111111110000000000000000000000;
    9'b010001001 : bitmap <= 51'b000000000000000000000011111100000000000000000000000;
    9'b010001010 : bitmap <= 51'b000000000000000000000011111100000000000000000000000;
    9'b010001011 : bitmap <= 51'b000000100000000000000001111000000000000000001000000;
    9'b010001100 : bitmap <= 51'b000011110000000000000000110000000000000000011110000;
    9'b010001101 : bitmap <= 51'b000111110000000000000000100000000000000000111111000;
    9'b010001110 : bitmap <= 51'b011111111000000000000000000000000000000000111111110;
    9'b010001111 : bitmap <= 51'b111111111000000000000000000000000000000001111111111;
    9'b010010000 : bitmap <= 51'b111111111100000000000000000000000000000011111111111;
    9'b010010001 : bitmap <= 51'b111111111100000000000000000000000000000111111111111;
    9'b010010010 : bitmap <= 51'b111111111110000000000000000000000000000111111111111;
    9'b010010011 : bitmap <= 51'b111111111111000000000000000000000000000111111111111;
    9'b010010100 : bitmap <= 51'b111111111111000000000000000000000000001111111111111;
    9'b010010101 : bitmap <= 51'b111111111111100000000000000000000000001111111111111;
    9'b010010110 : bitmap <= 51'b111111111111100000000000000000000000001111111111111;
    9'b010010111 : bitmap <= 51'b111111111111110000000000000000000000001111111111111;
    9'b010011000 : bitmap <= 51'b111111111111110000000000000000000000000111111111111;
    9'b010011001 : bitmap <= 51'b111111111111111000000000000000000000000000000000000;
    9'b010011010 : bitmap <= 51'b111111111111111100000000000000000000000000000000000;
    9'b010011011 : bitmap <= 51'b111111111111111100000000000000000000000000000000000;
    9'b010011100 : bitmap <= 51'b111111111111111110000000000000000000000000000000000;
    9'b010011101 : bitmap <= 51'b111111111111111110000000000000000000000000000000000;
    9'b010011110 : bitmap <= 51'b111111111111111111000000000000000000000000000000000;
    9'b010011111 : bitmap <= 51'b111111111111111111000000000000000000000000000000000;
    9'b010100000 : bitmap <= 51'b111111111111111111100000000000000000000000000000000;
    9'b010100001 : bitmap <= 51'b111111111111111111100000000000000000000000000000000;
    9'b010100010 : bitmap <= 51'b111111111111111111110000000000000000000000000000000;
    9'b010100011 : bitmap <= 51'b111111111111111111111000000000000000000000000000000;
    9'b010100100 : bitmap <= 51'b111111111111111111111000000000000000000000000000000;
    9'b010100101 : bitmap <= 51'b111111111111111111111100000000000000001111111111111;
    9'b010100110 : bitmap <= 51'b111111111111111111111100000000000000001111111111111;
    9'b010100111 : bitmap <= 51'b111111111111111111111110000000000000000111111111111;
    9'b010101000 : bitmap <= 51'b111111111111111111111110000000000000000111111111111;
    9'b010101001 : bitmap <= 51'b111111111111111111111111000000000000000011111111111;
    9'b010101010 : bitmap <= 51'b111111111111111111111111100000000000000001111111111;
    9'b010101011 : bitmap <= 51'b111111111111111111111111100000000000000001111111111;
    9'b010101100 : bitmap <= 51'b111111111111111111111111110000000000000000111111111;
    9'b010101101 : bitmap <= 51'b011111111111111111111111110000000000000000111111110;
    9'b010101110 : bitmap <= 51'b000111111111111111111111111000000000000000011111000;
    9'b010101111 : bitmap <= 51'b000011111111111111111111111000000000000000011110000;
    9'b010110000 : bitmap <= 51'b000000111111111111111111111100000000000000001000000;
    9'b010110001 : bitmap <= 51'b000000001111111111111111111110000000000000000000000;
    9'b010110010 : bitmap <= 51'b000000000111111111111111111110000000000000000000000;
    9'b010110011 : bitmap <= 51'b000000000001111111111111111111000000000000000000000;
    9'b010110100 : bitmap <= 51'b000000000000011111111111111111000000000000000000000;
    9'b010110101 : bitmap <= 51'b000000000000001111111111111111100000000000000000000;
    9'b010110110 : bitmap <= 51'b000000000000000011111111111111100000000000000000000;
    9'b010110111 : bitmap <= 51'b000000000000000000111111111111110000000000000000000;
    9'b010111000 : bitmap <= 51'b000000000000000000001111111111100000000000000000000;
    9'b010111001 : bitmap <= 51'b000000000000000000000111111111000000000000000000000;
    9'b010111010 : bitmap <= 51'b000000000000000000000001111100000000000000000000000;
    9'b010111011 : bitmap <= 51'b000000000000000000000000010000000000000000000000000;
    default: bitmap <= 0;
       endcase
 end
        endmodule
--- run.sh ---
#!/bin/bash
# OpenROAD 26Q1-2900-gdf79404cd8, Yosys 0.63+post, stock flow scripts
make -C /OpenROAD-flow-scripts/flow DESIGN_CONFIG=/design/flow/config.mk WORK_HOME=/design/flow/orfs finish
==> flow_summary.toml <==
# flow metrics
[clocking]
cts_buffer_depth = 2
clk_pin_slew_ns = 0.07
htreeDepth = 3
cts_resized = 0
cts_made_buffers = 9
cts_hold_buf = 0
cts_setup_buffers = 0
cts_tree = "built"
clock_latency_ns = 0.35
clock-root-buffer = "clkbuf_8"

[worst_setup_path]
worstSetupEndpointType = "flop"
crit_fanout = 16
startpoint_type = "flop"
critPathBufInv = 1
reg2reg_slack_ns = 1.28
crit_slowest_cell = "edfxtp_1"
reg2reg_from = "address_reg[1]"
required_ns = 4.32
cp_top_family = "AND-OR/OR-AND gates"
reg2reg_depth = 7
crit_type = "reg -> reg"
cp.arrival_ns = 3.05
slowest_delay_ns = 0.59
path_cells = "inv_1 > ha_1 > and2b_1 > o21ai_0 > a211oi_2 > mux2_2 > a21boi_1"

[die]
ios = 62
row_count = 34
initCoreUtil_pct = 52.3
die_area_um2 = 9650
die_height_um = 98.2
die_w_um = 98.2
core_area_um2 = 8850

[logic_synthesis]
yosys.area_share.xor_xnor_pct = 0.567
synthArstFlopShare_pct = 0
syn_area_per_cell_um2 = 8.31
top_cells_by_area = "dfxtp_1, dlxtp_1, nor2b_1"
edf_count = 6
ys_top_logic_family = "AND-OR/OR-AND gates"
synth_top_cell_by_count = "nor2b_1"
syn_area_um2 = 4630
yosysWarnings = 1
synthMuxAreaShare_pct = 0.243
yosysTopAreaCell = "dfxtp_1"
synthFlopType = "dfxtp_1"
adder_share_pct = 1.08
netlist_top_cells_count = "nor2b_1, dfxtp_1, dlxtp_1, a21oi_1, nand2_1"
ys_area_um2 = 4630
yosys.area_share.simple_pct = 21.8
synth_top_area_share_pct = 22.0
synthAoiAreaFrac_pct = 28.1
ys_cells = 557
numSynthFlops = 104
synthDistinctLibCells = 66
synthCells = 557

[sta]
fmax_mhz = 354
period_minus_slack_ns = 2.82
clock_skew_ns = 0.0122
rsz0062_at_grt = "false"
slew_headroom_pct = 37.0
fin_setup_tns_ns = 0
tightest_slew_ns = 0.943
slew_viol_final = 0
fin_crit_sh_pct = 68.8
unclocked_pins = 47
finalHoldViolCount = 0
untimed_endpoints = 98
setup_viol = 0

[power_and_ir_drop]
power.density_nw_per_um2 = 313
p_leak_nw = 2.03
peakVddDrop_v = 0.000200

[drt]
vias = 4327
num_antenna_cells = 0
wl_per_cell_um = 18.9
routed_via_density = 6.20
drtPass1Iterations = 25
drt_wl_total_um = 13200
drt_iter0_drc = 511
drcViolationCount = 0
antenna_left = 0

[final_layout]
drive_gt1_share_pct = 7.80
final_cell_area_um2 = 5340
layout.cells.non_filler = 698
syn_to_final_growth_pct = 15.4
final_util_pct = 60.4

[job]
tool_warnings = 29
drv_cap = 0

[place]
dp_cells = 682
numPortBuffers = 61
place_area_um2 = 5150
place.gp.congestion = 0.985
dp_hpwl_um = 9050

[hold_path]
min_path_cells = 0
holdCritStartpoint = "orient_reg[2]"
min_to = "raddr[8]"
hold_path.class = "reg -> reg"

[global_route]
antenna_found_initial = 0
grt_max_degree = 50
grt_pass1_vias = 3839
grt_pass1_wl_um = 21000
grt-ovfl-total = 0
globalRouteTotalUtil_pct = 29.2

[status]
outcome = "complete, no violations"
per-stage QoR:
stage	setup slack, ns	hold WS (ns)	total power [mW]
6_report	1.28	0.336	1.67
3_3_place_gp	1.46	0.314	1.16
2_1_floorplan	1.92	0.310	1.02
3_5_place_dp	1.36	0.321	1.16
5_1_grt	1.09	0.350	1.77
4_1_cts	1.35	0.340	1.67
routing by layer:
metal | global-route usage (%) | wire, um | part of all wire [%] | vias up
li1 | - | - | - | 2046
met1 | 46.2 | 5640 | 43 | 1931
met2 | 40.5 | 5570 | 42 | 298
met3 | 7.27 | 1470 | 11 | 52
met4 | 9.30 | 547 | 4.1 | 0
met5 | 0 | 0 | 0 | -
layout by cell type, fill, tap and decap left out, types with 10 or more instances in the layout:
cell	n
clkdlybuf4s50_1	61
nor2b_1	56
dfxtp_1	51
dlxtp_1	47
a21oi_1	45
nand2_1	39
o21ai_0	34
nor2_1	34
a22oi_1	18
o21ai_1	18
nand3_1	11
o22ai_1	10
how the worst max path moves through the flow:
stage | start | endpoint | slack, ns | cells past startpoint
4_1_cts | address_reg[1] | flop | 1.35 | 7
6_report | address_reg[1] | flop | 1.28 | 7
5_1_grt | address_reg[1] | flop | 1.09 | 7
final cells by class:
class	instances	area, um^2
sequential	104	1910
clock buffer	10	149
clock inverter	6	47.5
inverter	8	30.0
tap	108	135
fill	754	3510
timing repair buffer	70	678
multi-input combinational	392	2400
cells by family (layout without fill, tap and decap cells):
logic type	count (synthesis)	in the layout
AOI/OAI and AO/OA	197	197
xor gates and xnor gates	3	3
adders and majority gates	4	4
buffers and inverters	61	94
DFF	57	57
latches	47	47
muxes	1	1
and+or+nand+nor	187	187
where the power goes:
group / switching (mW) / internal, mW / leakage, nW / total (mW)
registers: 0.0324 / 0.663 / 0.834 / 0.695
logic: 0.279 / 0.184 / 1.10 / 0.464
clock network: 0.256 / 0.261 / 0.0984 / 0.516
No activity file was given, so power comes from the tool's default toggle rates.
