`design/flow/config.mk`:
```
export PLATFORM = sky130hd
export DESIGN_NAME = water
export DESIGN_NICKNAME = water
export VERILOG_FILES = /design/flow/design.v
export SDC_FILE = /design/flow/constraint.sdc
export NUM_CORES = 4
export LEC_CHECK = 1
export CORE_AREA = 10 10 239 239
export DIE_AREA = 0 0 249 249
export SYNTH_MEMORY_MAX_BITS = 65536
```
`design/flow/constraint.sdc`:
```
current_design water

set clk_period 3.8
set clk_io_pct 0.2

create_clock -name clk0 -period $clk_period [get_ports {clk}]

set non_clock_inputs [all_inputs -no_clocks]
set_input_delay [expr $clk_period * $clk_io_pct] -clock clk0 $non_clock_inputs
set_output_delay [expr $clk_period * $clk_io_pct] -clock clk0 [all_outputs]
```
`design/flow/design.v`:
```
module water (clk, en, address, bitmap);
    input clk;
    input en;
    input wire[5:0] address;
    output reg[589:0] bitmap;
    reg [5:0]address_reg;
 always @(posedge clk)
 begin
    if (en)
     address_reg <= address;
 end
 always @(address_reg)
 begin
   if(en)
     case(address_reg)
       default: bitmap <= 0;
       6'b000000: bitmap <= 590'b11111100000000000000000000000000000000000000000000000000000000000000000000000000111100000000111111000000000000000000000000000000000000000000000000111111000000000000000000000000000000000000000000000000111111000000000000000000000000000000000000000000000000000000000000000000000000001110000000001111111110000000000000000000000000000000000000000000000000000000000000000000000000011110000000011111100000000000000000000000000000000000000000000000011111100000000000000000000000000000000000000000000000011111100000000000000000000000000000000000000000000000000000000000000000000000000111000000000111;
       6'b000001: bitmap <= 590'b11111111100000000000000000011100000000000000011111111100000000000000000000000111111111111111111111111000000000000000000111000000000000000111111111111111111000000000000000000111000000000000000111111111111111110000000000000000001110000000000000001111111110000000000000000000000001111111111111111111111111110000000000000000011110000000000000001111111100000000000000000000000001111111111111111111111100000000000000000011100000000000000011111111111111111100000000000000000011100000000000000111111111111111111000000000000000000111100000000000000111111111000000000000000000000000111111111111111111;
       6'b000010: bitmap <= 590'b11111111111100000000011111111111111111111111100011100011111100000000000000000011111111111111000011111111000000000011111111111111111111111111000111111111111111000000000111111111111111111111111111000111000111111111000000000111111111111111111111111110001111111110000000000000000001111111111111111111111111111110000000001111111111111111111111110001110011111110000000000000000011111111111111100011111111100000000011111111111111111111111111100011111111111111100000000011111111111111111111111111000011100011111111100000000011111111111111111111111111000111111111100000000000000000011111111111111111;
       6'b000011: bitmap <= 590'b00011111111111111111111111111111111100011111111111111111111111111111111111111111111000011000111100111111111111111111111111111111000111111111000111000011111111111111111111111111111111000111111110000111110000111111111111111111111111111110001111111110000111000111111111111111111111111110001110001110001111111111111111111111111111111110001111111111111111111111111111111111111111111100011100001100011111111111111111111111111111100001111111100011100011111111111111111111111111111111100011111111100011111000011111111111111111111111111111000111111111000011100011111111111111111111111111000111000111;
       6'b000100: bitmap <= 590'b00011100000011111111000011100011111111111111100000011100000111111111111000111111111000111111111111000000111111111000111000111111111111110000111111001111000111000111111001111000111111111111110001111111111111000000111111110001110001111111111111110001111110010110001111110001111110001110001111110000001110000001111111100001100001111111111111110000001110000001111111111100011111111100001111111111100000011111111100011100011111111111111100011111100011100011100011111100011100011111111111111000111111111111100000111111111000011000011111111111110100111110001011000011111000111111000111000011111000;
       6'b001000: bitmap <= 590'b00000011000000000000000000000000000000000000000000000000000000000000000000000000001111000000001111110000000000000000000000000000000000000000000000001111110000000000000000000000000000000000000000000000001111110000000000000000000000000000000000000000000000000000000000000000000000000011100000000011111111100000000000000000000000000000000000000000000000000000000000000000000000000111100000000111111000000000000000000000000000000000000000000000000111111000000000000000000000000000000000000000000000000111111000000000000000000000000000000000000000000000000000000000000000000000000001110000000001;
       6'b001001: bitmap <= 590'b00001111111000000000000000000111000000000000000111111111000000000000000000000001111111111111111111111110000000000000000001110000000000000001111111111111111110000000000000000001110000000000000001111111111111111100000000000000000011100000000000000011111111100000000000000000000000011111111111111111111111111100000000000000000111100000000000000011111111000000000000000000000000011111111111111111111111000000000000000000111000000000000000111111111111111111000000000000000000111000000000000001111111111111111110000000000000000001111000000000000001111111110000000000000000000000001111111111111111;
       6'b001010: bitmap <= 590'b01111111111111000000000111111111111111111111111000111000111111000000000000000000111111111111110000111111110000000000111111111111111111111111110001111111111111110000000001111111111111111111111111110001110001111111110000000001111111111111111111111111100011111111100000000000000000011111111111111111111111111111100000000011111111111111111111111100011100111111100000000000000000111111111111111000111111111000000000111111111111111111111111111000111111111111111000000000111111111111111111111111110000111000111111111000000000111111111111111111111111110001111111111000000000000000000111111111111111;
       6'b001011: bitmap <= 590'b11000111111111111111111111111111111111000111111111111111111111111111111111111111111110000110001111001111111111111111111111111111110001111111110001110000111111111111111111111111111111110001111111100001111100001111111111111111111111111111100011111111100001110001111111111111111111111111100011100011100011111111111111111111111111111111100011111111111111111111111111111111111111111111000111000011000111111111111111111111111111111000011111111000111000111111111111111111111111111111111000111111111000111110000111111111111111111111111111110001111111110000111000111111111111111111111111110001110001;
       6'b001100: bitmap <= 590'b11000111000000111111110000111000111111111111111000000111000001111111111110001111111110001111111111110000001111111110001110001111111111111100001111110011110001110001111110011110001111111111111100011111111111110000001111111100011100011111111111111100011111100101100011111100011111100011100011111100000011100000011111111000011000011111111111111100000011100000011111111111000111111111000011111111111000000111111111000111000111111111111111000111111000111000111000111111000111000111111111111110001111111111111000001111111110000110000111111111111101001111100010110000111110001111110001110000111110;
       6'b010000: bitmap <= 590'b11110000000000000000000000000000000000000000000000000000000000000000000000000011110000000011111100000000000000000000000000000000000000000000000011111100000000000000000000000000000000000000000000000011111100000000000000000000000000000000000000000000000000000000000000000000000000111000000000111111111000000000000000000000000000000000000000000000000000000000000000000000000001111000000001111110000000000000000000000000000000000000000000000001111110000000000000000000000000000000000000000000000001111110000000000000000000000000000000000000000000000000000000000000000000000000011100000000000000;
       6'b010001: bitmap <= 590'b11111110000000000000000001110000000000000001111111110000000000000000000000011111111111111111111111100000000000000000011100000000000000011111111111111111100000000000000000011100000000000000011111111111111111000000000000000000111000000000000000111111111000000000000000000000000111111111111111111111111111000000000000000001111000000000000000111111110000000000000000000000000111111111111111111111110000000000000000001110000000000000001111111111111111110000000000000000001110000000000000011111111111111111100000000000000000011110000000000000011111111100000000000000000000000011111111111111110000;
       6'b010010: bitmap <= 590'b11111111110000000001111111111111111111111110001110001111110000000000000000001111111111111100001111111100000000001111111111111111111111111100011111111111111100000000011111111111111111111111111100011100011111111100000000011111111111111111111111111000111111111000000000000000000111111111111111111111111111111000000000111111111111111111111111000111001111111000000000000000001111111111111110001111111110000000001111111111111111111111111110001111111111111110000000001111111111111111111111111100001110001111111110000000001111111111111111111111111100011111111110000000000000000001111111111111111100;
       6'b010011: bitmap <= 590'b01111111111111111111111111111111110001111111111111111111111111111111111111111111100001100011110011111111111111111111111111111100011111111100011100001111111111111111111111111111111100011111111000011111000011111111111111111111111111111000111111111000011100011111111111111111111111111000111000111000111111111111111111111111111111111000111111111111111111111111111111111111111111110001110000110001111111111111111111111111111110000111111110001110001111111111111111111111111111111110001111111110001111100001111111111111111111111111111100011111111100001110001111111111111111111111111100011100011111;
       6'b010100: bitmap <= 590'b01110000001111111100001110001111111111111110000001110000011111111111100011111111100011111111111100000011111111100011100011111111111111000011111100111100011100011111100111100011111111111111000111111111111100000011111111000111000111111111111111000111111001011000111111000111111000111000111111000000111000000111111110000110000111111111111111000000111000000111111111110001111111110000111111111110000001111111110001110001111111111111110001111110001110001110001111110001110001111111111111100011111111111110000011111111100001100001111111111111010011111000101100001111100011111100011100001111100011;
     endcase
 end
endmodule
```
`design/flow/run.sh`:
```
#!/bin/bash
# OpenROAD 26Q1-2900-gdf79404cd8, Yosys 0.63+post, stock flow scripts
make -C /OpenROAD-flow-scripts/flow DESIGN_CONFIG=/design/flow/config.mk WORK_HOME=/design/flow/orfs finish
```
==> CHANGELOG.md <==
## Implementation

* CP max-delay cell: nand2_1
* CP Launch Type: input pin
* Worst vdd ir at 0.241 mV
* Fmax at 341 MHz
* Final cycle utilization of the critical path at 0.771
* Via count of the routed design at 8,768
* Placer Congestion at 0.927
* Global-route wire length before repair at 71,400 µm
* Die area at 0.0620 mm²
* CP required at 4130 ps
* CTS Hold Bufs at 0
* H-tree lvl count at 4
* Postcts setup bufs at 0
* Die H at 249 µm
* Cells after DPL at 2,177
* Cts repair resizes at 0
* FP Util at 0.247
* Syn_area_per_cell at 9.44 µm²
* Drt drc at 0
* Critical path type: in -> reg
* Ys flop type: dlxtp_1
* FF-to-FF path depth at 6
* Die X at 249 µm
* CTS max path bufs at 2
* M1 wire length at 19,400 µm
* Max-cap violations at 0
* P&R area growth vs syn at 32.8%
* Synth Instances at 1,349
* Largest net degree at the start of global routing at 84
* Top Layout Cells: clkdlybuf4s50_1 (596), nor2b_1 (174), dfxtp_1 (172), dlxtp_1 (172), nand2_1 (126)
* CTS tree: yes
* Final hold violation count at 0
* Slowest cell delay on critical path at 550 ps
* EDFF count, synth at 6
* Async S/R FF share, synth at 0
* Crit. Startpoint: address[1]
* # rows at 83
* Cell variety after synth at 54
* Syn. warnings at 1
* Number of unconstrained endpoints at 762
* Initial antenna violation count at 0
* R2r setup slk at 1260 ps
* Clk slew on worst S/H paths at 60 ps
* Final setup violation count at 0
* Worst Path Max Fanout at 11
* Final WL at 49,900 µm
* Post-DRT Antenna Nets at 0
* Total grt overflow at 0
* Static Leakage at 6.83 nW
* Final-report max-slew violation count at 0
* Inserted Diodes at 0
* Slew margin rel. at 0.413
* Status: completed
* Slew @ Worst Pin at 881 ps
* Core area at 0.0516 mm²
* Routed wl met2 at 25,800 µm
* Critical path cell sequence: clkdlybuf4s50_1 > mux2i_4 > ha_1 > mux2i_1 > mux2i_1 > nand2_1 > o21ai_0
* Utilization after layout at 0.328
* FF-to-FF Start: address_reg[1]$_DFFE_PP_
* Worst path bufs/invs at 1
* I/O pin count at 598
* Yosys cell count at 1,349
* Final setup skew at 16.4 ps
* Top layer in use: met4
* Fin cells at 2,209
* Ys flops at 350
* Stages on worst setup path at 7
* Avg WL per Cell at 22.6 µm
* Most numerous logic cell after layout: clkdlybuf4s50_1
* Vias in the first global route at 9,416
* Min Tclk post-route at 2930 ps
* Met3 WL at 3730 µm
* Layout cells sized above 1 at 0.0589
* Arrival @ worst endpoint at 3260 ps
* Crit path max-delay family: multiplexers
* Cell mode on critical path: mux2i_1
* Latency at later pin at 440 ps
* Gr usage total at 0.157
* Yosys stat area at 0.0127 mm²
* Detailed Routing Iterations Pass 1 at 5
* PwrDens at 333 mW/mm²
* Tightest Hold Check Type: in -> reg
* Initial drt markers at 380
* CTS Buf Count at 17
* Tool warning count at 30
* Detailed Place HPWL at 40,200 µm
* Overall power at 5.63 mW
* RSZ-0062 raised after global routing: no
* Setup crit end kind: flop
* DR vias/cell at 3.97
* Mapped cell area at 0.0127 mm²
* Register pins left without a clock at 172
* CTS root buf: clkbuf_16
* I/O Buffers at 597
* Fin Setup TNS at 0 ps
## synth_stat cells (3+ instances only)
cell type,instances,area share
buf_4,425,0.25
nor2b_1,174,0.085
dfxtp_1,172,0.27
dlxtp_1,172,0.20
nand2_1,126,0.037
o21ai_0,43,0.017
nand3_1,41,0.016
clkbuf_1,24,0.0071
buf_2,18,0.0071
nor2_1,18,0.0053
o21ai_1,17,0.0067
a21oi_1,15,0.0059
o211ai_1,7,0.0041
a22oi_1,6,0.0035
edfxtp_1,6,0.014
ha_1,6,0.0059
inv_1,6,0.0018
mux2i_1,6,0.0047
mux2i_2,5,0.0054
nand2_2,4,0.0020
nand2b_1,4,0.0020
nor3_1,4,0.0016
buf_6,3,0.0027
mux2_4,3,0.0035
mux2i_4,3,0.0053
nor2_4,3,0.0027
## final cells by class
class,count,area [µm²]
clock buffers,19,443
well taps,680,851
clock inverters,13,146
repair buffers,619,6140
fillers,5235,34700
inverters,8,30.0
multi-input cells,520,3090
flip-flops and latches,350,6210
## worst register-to-register path: stages (launching register included)
cell      delay (ps)
edfxtp_1         450
mux2i_4          180
ha_1             320
mux2i_1          150
mux2i_1          480
nand2_1          550
o21ai_0          300
## where the power goes
group / total (mW) / switching (mW) / leakage, nW / internal, mW
Sequential: 2.52 / 0.189 / 2.77 / 2.34
Combinational: 1.33 / 0.615 / 3.77 / 0.710
Clock: 1.78 / 0.779 / 0.285 / 0.996
Total: 5.63 / 1.58 / 6.83 / 4.04
## metal layers
layer | vias up | track usage
met3 | 34 | 0.0470
met5 | - | 0
li1 | 4170 | -
met2 | 362 | 0.280
met1 | 4202 | 0.186
met4 | 0 | 0.0259
## metrics by stage
stage / setup WS, ps / hold slack [ps] / instance area (µm²)
floorplan: 1300 / 631 / 12700
global placement: 420 / 795 / 16300
detailed placement: 468 / 797 / 16300
CTS: 931 / 709 / 16900
global route: 721 / 717 / 16900
finish: 869 / 721 / 16900
## worst min path at each step
stage | startpoint | cells after the start | end | slack (ps)
after CTS | en | 1 | address_reg[1]$_DFFE_PP_ | 710
after global routing | en | 1 | address_reg[1]$_DFFE_PP_ | 720
final | en | 1 | address_reg[4]$_DFFE_PP_ | 720
## cell families after synthesis
family,synth area share
fa+ha+maj,0.00590
latches,0.203
compound gates,0.0557
flops,0.285
mux,0.0190
simple gates,0.162
buf+inv,0.270
Power and IR drop assume default switching activity.
